==> ./design.v <==
module REG_FILE (
    input wire clk,
    input wire reset,
    input wire write_en,
    input wire [4:0] write_addr,
    input wire [31:0] write_value,
    input wire [4:0] rs1_addr, rs2_addr,
    output wire [31:0] rs1_data, rs2_data
);
    reg [31:0] reg_file [0:31];
    always @(posedge clk) begin
        if (reset) begin
            reg_file[0] <= 32'b0;  
            reg_file[1] <= 32'hfffffffe;  
            reg_file[2] <= 32'h8000;  
        end
        else if (write_en && write_addr != 0) begin
            reg_file[write_addr] <= write_value;
        end
    end
    assign rs1_data = reg_file[rs1_addr];
    assign rs2_data = reg_file[rs2_addr];
endmodule
==> ./run.sh <==
#!/bin/bash
# OpenROAD 26Q1-2900-gdf79404cd8, Yosys 0.63+post, stock flow scripts
make -C /OpenROAD-flow-scripts/flow DESIGN_CONFIG=/design/flow/config.mk WORK_HOME=/design/flow/orfs finish
==> ./config.mk <==
export PLATFORM = sky130hd
export DESIGN_NAME = REG_FILE
export DESIGN_NICKNAME = REG_FILE
export VERILOG_FILES = /design/flow/design.v
export SDC_FILE = /design/flow/constraint.sdc
export NUM_CORES = 4
export LEC_CHECK = 1
export CORE_UTILIZATION = 50
==> ./constraint.sdc <==
current_design REG_FILE

set clk_period 6.7
set clk_io_pct 0.2

create_clock -name clk0 -period $clk_period [get_ports {clk}]

set non_clock_inputs [all_inputs -no_clocks]
set_input_delay [expr $clk_period * $clk_io_pct] -clock clk0 $non_clock_inputs
set_output_delay [expr $clk_period * $clk_io_pct] -clock clk0 [all_outputs]
==> summary.txt <==
fresh numbers from the pnr run: post-route cell area=56040 um2, Yosys reg bits=~1.0k, pre-CTS setup slack=just over 0.9 ns, Core Footprint=97140 um2, first-pass GRT wire length=224600 um, Leak=20.81 nW, post-CTS setup buffers=0, Residual DRC=0, Row Count=114, die area=99860 um2, Die W=about 320 um, Fin Hold WS=1.263 ns, root buffer cell=clkbuf_16, final setup TNS=0 ns, Slew Viols, Final=0, PostCTS Resize Cnt=0, hold path cells=1, Initial DRT Pass Iterations=5, YS warnings=1, chip height=between 300 and 400 um, max_cap viols=0, Relative slew margins=0.3251, antenna violations before repair=4, worst hold path class=in -> reg, Req. time, crit path=around 5.4 ns, H-Tree Level Count=3, RSZ-0062 raised after global routing=no, critical path type=in -> out, # setup viols final=0, IO Port Bufs=roughly 110, GRT overflow=0, Clock transition at path regs=0.05 ns, Largest Register=reg_file, Max Clk Rate=174.4 MHz, Placement Cell Area=between 50000 and 60000 um2, WL/cell=between 30 and 40 um, CTS Hold Bufs=0, Regs by FF count=reg_file: 1024 flops, Top Ports=114, drt total wl=156500 um, Final HPWL DP=90320 um, Distinct lib cells used=31, outcome=completed, Syn Area/Cell=14.22 um2, DRT antenna net count=0, Longest Clk Path Bufs=3, Worst setup SP type=input pin, fp util=0.5075, OpenROAD warning count=26, Power per Cell Area=258.7 nW/um2, synth-to-layout area growth=13.66%, CTS tree=built, vias=32.01k, peak supply drop=approximately 200 uV, share of cells above drive strength 1=0.1031, max FFs per register=1024, yosys stat area=49300 um2, Mapped Area=49300 um2, final tally of hold violations=0, Hold Crit Endpoint=reg_file[0][0]$_SDFFCE_PN0P_, min Tclk post-route=5.735 ns, kind of end point of the critical path=output port, Cells after Synth=3466, Placer Congestion=between 0.8 and 0.9, worst setup slack after layout=0.9647 ns, most numerous logic cells after layout=mux2i_1 (1024), edfxtp_1 (1024), nand2_1 (193), nand3_1 (193), clk sinks=1024, vias in the first global route=33.50k, final core utilization=0.5769, CTS Buf Count=112, worst min-delay path startpoint=reset, largest net degree at the start of global routing=77, vias per cell=6.413, crit path max fanout=33, sequential area share after synthesis=0.6237, ratio of final minimum period to clock period=0.8560, Total GRT Usage=0.3450, critical path arrival=between 4 and 5 ns, worst slew pin tran=1.009 ns, ys cells=3466, DRT iter0 DRCs=roughly 2.2k
## how the worst max path moves through the flow
stage	startpoint	to	cells past startpoint	slack, ns
final	rs1_addr[2]	rs1_data[17]	9	0.96
after global routing	rs1_addr[2]	rs1_data[17]	9	0.90
after CTS	rs1_addr[2]	rs1_data[17]	9	0.94
## cells in the mapped netlist
master / count / area, um2
nand2_1: 196 / 735.7
mux2i_1: 1024 / 10250
clkbuf_1: 88 / 330.3
a22o_1: 128 / 1121
or3b_2: 2 / 17.52
or3_1: 33 / 206.5
a31oi_1: 64 / 400.4
a21oi_1: 192 / 960.9
nand4b_1: 1 / 8.760
nand4bb_1: 1 / 11.26
nor2_2: 1 / 6.260
a22oi_1: 192 / 1441
buf_2: 64 / 320.3
nand3b_1: 4 / 30.03
edfxtp_1: 1024 / 30750
nor3_1: 65 / 325.3
clkbuf_2: 3 / 15.01
nand2b_1: 5 / 31.28
or2_2: 3 / 18.77
inv_1: 1 / 3.750
nor3b_1: 1 / 7.510
or2_1: 1 / 6.260
buf_6: 49 / 551.8
nor2_1: 33 / 123.9
clkbuf_4: 4 / 30.03
buf_4: 50 / 375.4
conb_1: 1 / 3.750
nor2b_1: 4 / 25.02
nand3_1: 193 / 965.9
buf_1: 7 / 26.28
and2_1: 32 / 200.2
## worst max-delay path, cell delays in order
cell             delay [ns]
clkdlybuf4s50_1        0.63
and2_4                 0.60
buf_12                 0.33
buf_12                 0.25
a22o_1                 0.16
nor3_1                 0.05
a31oi_1                0.27
nand3_1                0.25
clkdlybuf4s50_1        0.48
## area by class of cell
type                       instances  area (um2)
tap                             1276        1597
clock inverter                    67       544.3
antenna                            1       2.502
clock buffer                     131        2980
inverter                           1       3.754
timing repair buffer             284        2858
fill                            7258       41100
sequential                      1024       30750
multi-input combinational       2207       17300
## routing by layer
layer,up-vias,track usage,wire [um]
li1,13960,-,-
met1,15580,0.4617,55280
met2,2122,0.4826,69630
met3,328,0.2343,25850
met4,14,0.09365,5390
met5,-,0.01941,314
## cell families (layout without fill, tap and decap cells)
kind of cell,count (synthesis),in the layout,synth area share
AND/OR/NAND/NOR,575,575,0.05518
AND-OR/OR-AND,576,576,0.07959
multiplexers,1024,1024,0.2079
flip-flops,1024,1024,0.6237
buffers and inverters,266,483,0.03353
other,1,33,0.00007607
## stage by stage
stage,power (mW),std cells
after floorplan,8.040,3497
after global placement,8.642,4792
after detailed placement,8.655,4792
after CTS,14.55,4990
after global routing,14.89,4990
final,14.50,4991
## power by group
part           switching [mW]  internal [mW]  total (mW)
registers              0.0342           7.13        7.16
clock network            2.47           3.48        5.95
logic                   0.849          0.530        1.38
total                    3.36           11.1        14.5
Power and IR drop assume default switching activity.
