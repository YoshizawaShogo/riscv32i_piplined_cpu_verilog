File: flow/design.v
module memory_interface (
    input wire clk,
    output wire mem_we,
    output wire [31:0] mem_pc,
    output wire [31:0] mem_write_data,
    output wire [31:0] mem_addr,
    input wire [31:0] mem_inst,
    input wire [31:0] mem_read_data,
    output wire [31:0] cpu_inst,
    output wire [31:0] cpu_read_data,
    input wire [31:0] cpu_pc,
    input wire [2:0] cpu_mem_fn,
    input wire [31:0] cpu_addr,
    input wire [31:0] cpu_write_data
);
    assign mem_we = (cpu_mem_fn === 3'd7) || (cpu_mem_fn === 3'd6) || (cpu_mem_fn === 3'd5);
    assign mem_pc = cpu_pc >> 2;
    assign mem_write_data = cpu_write_data;  
    assign mem_addr = cpu_addr >> 2;
    assign cpu_inst = mem_inst;
    assign cpu_read_data =  (cpu_mem_fn === 3'd2)  ? mem_read_data :
                            (cpu_mem_fn === 3'd4)  ? {{16{1'b0}}, mem_read_data[15:0]} :  
                            (cpu_mem_fn === 3'd1) ? {{16{mem_read_data[15]}}, mem_read_data[15:0]} :
                            (cpu_mem_fn === 3'd3)  ? {{24{1'b0}}, mem_read_data[7:0]} :
                            {{24{mem_read_data[7]}}, mem_read_data[7:0]};  
endmodule
File: flow/run.sh
#!/bin/bash
# OpenROAD 26Q1-2900-gdf79404cd8, Yosys 0.63+post, stock flow scripts
make -C /OpenROAD-flow-scripts/flow DESIGN_CONFIG=/design/flow/config.mk WORK_HOME=/design/flow/orfs finish
File: flow/config.mk
export PLATFORM = sky130hd
export DESIGN_NAME = memory_interface
export DESIGN_NICKNAME = memory_interface
export VERILOG_FILES = /design/flow/design.v
export SDC_FILE = /design/flow/constraint.sdc
export NUM_CORES = 4
export LEC_CHECK = 1
export CORE_AREA = 10 10 132 132
export DIE_AREA = 0 0 142 142
File: flow/constraint.sdc
current_design memory_interface

set clk_period 1.9
set clk_io_pct 0.2

create_clock -name clk0 -period $clk_period

set non_clock_inputs [all_inputs -no_clocks]
set_input_delay [expr $clk_period * $clk_io_pct] -clock clk0 $non_clock_inputs
set_output_delay [expr $clk_period * $clk_io_pct] -clock clk0 [all_outputs]
==> notes.md <==
yosys + openroad results -> worst-path cell chain buf_8 -> buf_6 -> o21a_4 -> o21ai_4 -> clkbuf_16 -> buf_6 -> buf_12 -> o21ai_4 -> buf_2, Max Fclk 527 MHz, area delta synth->final 5.31%, WS Path Type input pin to primary output, Synth Instances 226, largest net degree at the start of global routing 17, Routability Congestion 0.715, Lkg Pwr 0.000599 uW, Syn Area/Cell 6.78 um2, Dominant comb cell buffers and inverters, chip area line of the yosys report 0.00153 mm2, aoi share 24.6%, Power Dens Cells 221 mW/mm2, worst vdd ir 0.000102 V, period utilization 99.8%, Pre-antenna DRT Iters 4, max incr delay on CP 0.22 ns, core footprint 0.0145 mm2, flip-flops 0, DRT Wirelength 6790 um, register area 0 um2, top cells by area buf_4, a21oi_1, o21ai_1, WL met1 1930 um, Diodes inserted 0, Final Setup Violations 0, Yosys cell types 22, Std-Cell Rows 44, post-route cell area 0.00161 mm2, vias per cell 3.58, Levels on crit path 9, CP Data Required Time 1.52 ns, gr usage total 6.00%, Final min period 1.90 ns, Worst Setup End Kind primary output, IO Port Bufs 54, DR top layer met5, min-delay worst type input pin to primary output, Worst Hold Depth 0, routed vias 1253, crit path DAT 1.52 ns, met3 wire len 1420 um, Final HPWL DP 5330 um, pins over their slew limit 0, Clock Buffer Count 0, drt wl/cell 19.4 um, initial antenna violation count 0, crit path max fanout 5, MaxCap Viol Count 0, Yosys Instances 226, first-pass GRT wire length 9120 um, vias in the first global route 1389, Post-DP Area 0.00136 mm2, die width 142 um, post-synthesis simple-gate area fraction 3.59%, top-area cell type share of the netlist area 67.6%, Cell Area, Synth 0.00153 mm2, routed wl met2 2730 um, Seq share, synth 0%, fp util 10.5%, yosys xor share 0%, gr ovfl total 0, Multiplexer share 0%, status complete, no violations, total tool warning count 39, fin util 11.1%, Hold Vio Cnt, Final 0, share of cells above drive strength 1 41.6%, initial DRC count 18, Yosys Warn Count 0, Die ar. 0.0202 mm2, RSZ-0062 raised after global routing yes, DRC violations left 0, cell type with the largest total area buf_4, Slowest cell on crit path o21a_4, ANT nets after route 0, CP delay by family, top buffers and inverters, num ports 325, Adder Share, Synth 0%, die height 142 um, Startpoint Class input pin, crit path buf inv count 6
==> cells in the final DEF, fill, tap and decap left out <==
cell             instances
clkdlybuf4s50_1         25
a31oi_4                  3
o221ai_2                 3
inv_1                    1
and3b_2                  1
nor2_4                   2
buf_8                    2
a31oi_1                  5
nor3_4                   1
nor2b_4                  1
or2_4                    1
clkbuf_16                1
buf_12                   3
buf_4                   17
a21oi_2                  1
conb_1                   4
o221ai_1                 5
and2_4                   1
nor2b_1                  1
and3_4                   1
buf_6                   11
clkbuf_2                 6
o21ai_1                 15
a21oi_1                 31
o21a_4                   1
dlygate4sd2_1           10
buf_2                   10
o21ai_4                  2
clkdlybuf4s15_2          1
==> timing repair <==
| item | CTS | global route |
|---|---|---|
| cloned | 2 | 0 |
| endpoints found under the setup margin | 26 | 20 |
| hold buffers | 0 | 0 |
| hold endpoints to repair | 0 | 0 |
| pin swaps | 10 | 0 |
| buffers inserted | 14 | 2 |
| resized | 103 | 15 |
==> area by class of cell <==
type	count	area, um2
inverter	1	3.75
multi-input combinational	79	583
fill	1697	12900
timing repair buffer	86	796
tap	184	230
==> worst paths after layout <==
kind,start,slack [ns],to
hold / removal,mem_inst[14],0.76,cpu_inst[14]
setup / recovery,cpu_mem_fn[0],0.003,cpu_read_data[22]
==> metal layers <==
metal | global-route usage [%] | up-vias
li1 | - | 498
met1 | 4.77 | 502
met2 | 8.50 | 177
met3 | 5.52 | 74
met4 | 5.43 | 2
met5 | 1.50 | -
==> synthesized netlist by cell type, drive strengths merged <==
| master | n |
|---|---|
| a21oi | 32 |
| and3 | 1 |
| buf | 145 |
| nor2b | 2 |
| o221ai | 8 |
| nor3 | 1 |
| inv | 1 |
| conb | 1 |
| nor2 | 2 |
| and3b | 1 |
| o21ai | 17 |
| or2 | 1 |
| and2 | 1 |
| clkbuf | 4 |
| o21a | 1 |
| a31oi | 8 |
==> cells by family (layout without fill, tap and decap cells) <==
family,count (synthesis),after routing
compound gates,66,66
other cells,1,4
buf+inv,150,87
simple gates,9,9
==> stage by stage <==
stage          instances  TNS [ns]  power [uW]  hold WS, ns  setup WS (ns)
2_1_floorplan        229         0         264        0.826          0.461
3_3_place_gp         333    -14.09         317        0.760         -0.733
3_5_place_dp         333    -14.70         319        0.760         -0.788
4_1_cts              348   -0.0125         356        0.760        -0.0125
5_1_grt              350   -0.0441         392        0.760        -0.0441
6_report             350         0         357        0.760        0.00296
==> report_power, final <==
part | leakage [uW] | switching (uW) | internal, uW
combinational | 0.000599 | 146 | 211
clock | 0 | 0 | 0
sequential | 0 | 0 | 0
No activity file was given, so power comes from the tool's default toggle rates.
