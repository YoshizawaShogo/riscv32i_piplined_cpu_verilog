[/design/flow/constraint.sdc]
current_design ALU

set clk_period 20.9
set clk_io_pct 0.2

create_clock -name clk0 -period $clk_period

set non_clock_inputs [all_inputs -no_clocks]
set_input_delay [expr $clk_period * $clk_io_pct] -clock clk0 $non_clock_inputs
set_output_delay [expr $clk_period * $clk_io_pct] -clock clk0 [all_outputs]
[/design/flow/design.v]
module ALU #(
    parameter DATA_LEN = 32,
    parameter ADDR_LEN = 5
) (
    input wire [3:0] fn,
    input wire [DATA_LEN-1:0] src1,
    input wire [DATA_LEN-1:0] src2,
    output wire [DATA_LEN-1:0] out
);
    wire [DATA_LEN-1:0] add_out;
    assign add_out = src1 + src2;
    wire [DATA_LEN-1:0] sub_out;
    assign sub_out = src1 - src2;
    wire [DATA_LEN-1:0] and_out;
    assign and_out = src1 & src2;
    wire [DATA_LEN-1:0] or_out;
    assign or_out = src1 | src2;
    wire [DATA_LEN-1:0] xor_out;
    assign xor_out = src1 ^ src2;
    wire [DATA_LEN-1:0] sll_out;
    assign sll_out = src1 << src2[ADDR_LEN-1:0];
    wire [DATA_LEN-1:0] srl_out;
    assign srl_out = src1 >> src2[ADDR_LEN-1:0];
    wire [DATA_LEN-1:0] sra_out;
    assign sra_out = $signed(src1) >>> src2[ADDR_LEN-1:0];
    wire [DATA_LEN-1:0] slt_out;
    assign slt_out = ($signed(src1) < $signed(src2)) ? 1 : 0;
    wire [DATA_LEN-1:0] sltu_out;
    assign sltu_out = (src1 < src2) ? 1 : 0;
    wire [DATA_LEN-1:0] jalr_out;
    assign jalr_out = (src1 + src2) & ~1;
    assign out = (fn == 4'd0) ? 0 :  
                 (fn == 4'd1) ? add_out :
                 (fn == 4'd2) ? sub_out :
                 (fn == 4'd3) ? and_out :
                 (fn == 4'd4) ? or_out :
                 (fn == 4'd5) ? xor_out :
                 (fn == 4'd6) ? sll_out :
                 (fn == 4'd7) ? srl_out :
                 (fn == 4'd8) ? sra_out :
                 (fn == 4'd9) ? slt_out :
                 (fn == 4'd10) ? sltu_out :
                 (fn == 4'd11) ? jalr_out :
                 1;  
endmodule
[/design/flow/config.mk]
export PLATFORM = sky130hd
export DESIGN_NAME = ALU
export DESIGN_NICKNAME = ALU
export VERILOG_FILES = /design/flow/design.v
export SDC_FILE = /design/flow/constraint.sdc
export NUM_CORES = 4
export LEC_CHECK = 1
export CORE_UTILIZATION = 30
[/design/flow/run.sh]
#!/bin/bash
# OpenROAD 26Q1-2900-gdf79404cd8, Yosys 0.63+post, stock flow scripts
make -C /OpenROAD-flow-scripts/flow DESIGN_CONFIG=/design/flow/config.mk WORK_HOME=/design/flow/orfs finish
==> deck_impl_summary.md <==
Synthesis and Place & Route Summary

Run status
  • Status: complete, no violations

Floorplanning
  • Row count: 64
  • Core outline area: 0.0308 mm^2
  • Area enclosed by the die boundary: 0.0323 mm^2
  • Top Ports: 100
  • Chip Height: 180 um
  • Initial Util: 0.308
  • Die Span X: 180 um

Drt
  • Vias post-DR: 11,975
  • # DRC: 0
  • Number of design-rule violations left by the first detailed-router iteration: 1,391
  • Number of iterations in the first detailed-routing pass: 23
  • Antenna viol nets, final: 0
  • Wirelength per Cell: 25.8 um
  • DRT Wirelength: 48,700 um
  • Vias per inst: 6.34

Placement
  • Area of placed instances: 0.0108 mm^2
  • Final HPWL DP: 38,100 um
  • Number of input and output port buffers inserted: 100
  • Routability-driven placement congestion ratio: 1.03
  • Number of cells in the design after placement: 1,887

GRT
  • Most used routing layer: met2
  • Met2 usage: 0.452
  • Met1 track utilization from global routing: 0.418
  • Met3 Resource Use GR: 0.0906
  • Remaining global-route overflow: 0
  • Via count of the first global-routing pass: 11,097
  • Wire length of the first global-routing pass: 72,200 um
  • Antenna violations before repair: 1
  • Pin count of the biggest net entering global routing: 74
  • Gr usage total: 0.298

Synthesis
  • Top cells by area: sky130_fd_sc_hd__ha_1, sky130_fd_sc_hd__mux4_2, sky130_fd_sc_hd__a21oi_1
  • Cell count in the Yosys report: 1,469
  • Synthesized chip area reported by yosys: 0.00949 mm^2
  • Post-synth cell types: 68
  • Most frequently used cell type in the post-synthesis netlist: sky130_fd_sc_hd__nor2_1
  • Top cells by count: sky130_fd_sc_hd__nor2_1, sky130_fd_sc_hd__a21oi_1, sky130_fd_sc_hd__nand2_1
  • Biggest area consumer among synthesized cells: sky130_fd_sc_hd__ha_1
  • Count of yosys warnings during synthesis: 0
  • Cell area after synthesis: 0.00949 mm^2
  • Cell count after synthesis: 1,469
  • Seq share, synth: 0
  • Mean post-synth cell area: 6.46 um^2
  • Area share of the largest cell type after synthesis: 0.129

Final timing
  • Worst Max-Slew Pin Slew: 0.946 ns
  • Setup repair after global routing missed its margin: no
  • Crit path time final: 13.29 ns
  • Max-slew headroom: 0.364
  • Pins Over Slew Limit: 0
  • Final-layout setup total negative slack: 0 ns
  • Total of endpoints with negative setup slack in the final report: 0
  • Highest attainable clock frequency: 75.3 MHz
  • Final Hold Vio Count: 0
  • Period utilisation layout: 0.636

Worst setup path
  • Critical Path AT: 9.11 ns
  • Worst EP required: 16.72 ns
  • Crit. End Element: output port
  • Kind of launch point of the worst setup path: input port
  • Max stage delay on crit path: 0.65 ns
  • Crit Path Class: in -> out
  • Maximum fanout along the worst path: 46
  • Cells along the critical path: clkdlybuf4s50_1, buf_4, inv_2, ha_1, nand3_1, o2111ai_1, a311oi_1, o31ai_1, a21oi_1, a211oi_1, o221ai_1, o2bb2ai_1, a21oi_1, clkdlybuf4s50_1
  • Standard cell with the maximum stage delay on the critical path: sky130_fd_sc_hd__o31ai_1

Job
  • Max cap viols: 0
  • Number of warnings in the stage logs: 98

Layout
  • Reg area: 0 um^2
  • Clock buffer count in the final layout: 0
  • Final cell area excluding filler cells: 0.0108 mm^2
  • Number of inserted filler cells in the final layout: 3,326
  • Final non-filler cell total: 1,888
  • Fraction of final layout cells with drive strength greater than 1: 0.0731
  • Number of sequential storage elements: 0
  • Area growth from synthesis to final layout: 13.7%

CTS
  • Total setup buffers inserted after CTS: 0
  • Number of gates given a new drive strength after cts: 0
  • Number of buffers inserted for hold repair after clock tree synthesis: 0

Power
  • Pwr Density: 29.5 mW/mm^2
  • Maximum vdd drop: 12.2 uV
  • Lkg Pwr: 0.00441 uW

Hold path
  • Kind of path behind the tightest hold check: in -> out
-- per-layer routing --
metal | share of wire | wire (um)
met5 | 0 | 0
met4 | 0.024 | 1190
met3 | 0.12 | 5740
met2 | 0.44 | 21200
met1 | 0.42 | 20500
-- cells in the final DEF (no fill, tap or decap), drive strengths merged, types with 6 or more instances in the layout --
cell           Yosys  final
o2111ai            9      9
o22ai             27     27
nor3              30     30
nand3             23     23
o21bai            22     22
mux4              41     41
a21boi             6      6
o221ai            26     26
or3                6      6
nand2b             9      9
a22oi              9      9
and3               9      9
o31ai             11     11
o21a               7      7
nand2            140    140
o21ai            117    117
xnor2             24     24
a221oi             9      9
clkdlybuf4s50      0     96
o211ai            12     12
nor2             205    205
a311oi             7      7
mux2i             43     43
mux2              14     14
a221o             11     11
inv               96     96
nor2b             10     10
nor4               8      8
ha                98     98
a31oi             20     20
o311ai             6      6
a21oi            175    175
a21o              23     23
a211oi            21     21
buf               26     40
-- worst paths after layout --
check | start | slack [ns] | cells past startpoint | to
setup / recovery | src2[2] | 7.61 | 14 | out[29]
hold / removal | src2[0] | 9.50 | 5 | out[0]
-- worst max-delay path, delay by kind of cell --
family                   cells  cell delay (ns)
adder cells (fa/ha/maj)      1             0.46
AND-OR/OR-AND                8             2.89
buffers and inverters        4             1.43
AND/OR/NAND/NOR              1             0.11
-- power breakdown --
group | switching [uW] | total, uW | internal, uW
Sequential | 0 | 0 | 0
Combinational | 195 | 318 | 123
Clock | 0 | 0.0000111 | 0.0000111
Total | 195 | 318 | 123
-- cells by family after synthesis --
family / Yosys count / share of synthesized area
compound gates: 567 / 0.387
mux: 98 / 0.159
buf+inv: 215 / 0.0875
simple gates: 461 / 0.208
fa+ha+maj: 99 / 0.131
xor+xnor: 29 / 0.0268
-- through the flow --
stage	total power [uW]	utilization	hold slack (ns)	setup slack [ns]
2_1_floorplan	190	-	8.61	8.72
3_3_place_gp	311	0.350	9.49	7.73
3_5_place_dp	308	0.350	9.51	7.69
4_1_cts	310	0.350	9.51	7.69
5_1_grt	341	0.350	9.54	7.34
6_report	318	0.350	9.50	7.61
-- area by class of cell --
cell class	instances	area, um^2	share of cell area
Multi-Input combinational cell	1254	8660	0.802
Timing Repair Buffer	136	1260	0.116
Inverter	101	379	0.0351
Antenna cell	1	2.50	0.000232
Tap cell	396	495	0.0459
Power figures rest on the tool's default switching activity, not on a simulated workload.
